[flow/run.sh]
#!/bin/bash
# OpenROAD 26Q1-2900-gdf79404cd8, Yosys 0.63+post, stock flow scripts
make -C /OpenROAD-flow-scripts/flow DESIGN_CONFIG=/design/flow/config.mk WORK_HOME=/design/flow/orfs finish
[flow/config.mk]
export PLATFORM = sky130hd
export DESIGN_NAME = pat
export DESIGN_NICKNAME = pat
export VERILOG_FILES = /design/flow/design.v
export SDC_FILE = /design/flow/constraint.sdc
export NUM_CORES = 4
export LEC_CHECK = 1
export CORE_AREA = 10 10 70 70
export DIE_AREA = 0 0 80 80
[flow/constraint.sdc]
current_design pat

set clk_period 1.5
set clk_io_pct 0.2

create_clock -name clk0 -period $clk_period [get_ports {clk}]

set non_clock_inputs [all_inputs -no_clocks]
set_input_delay [expr $clk_period * $clk_io_pct] -clock clk0 $non_clock_inputs
set_output_delay [expr $clk_period * $clk_io_pct] -clock clk0 [all_outputs]
[flow/design.v]
module pat(   
  input clk,
  input rst_b,
  input i,
  output o
);
  localparam S0_ST=0;
  localparam S1_ST=1;
  localparam S2_ST=2;
  localparam S3_ST=3;
  localparam S4_ST=4;
  localparam S5_ST=5;
  reg [2:0] st;
  reg [2:0] st_nxt;    
  always @(*)
    case (st)
      S0_ST: if (!i) st_nxt=S0_ST;
             else    st_nxt=S1_ST;
      S1_ST: if(i)   st_nxt=S1_ST;
             else    st_nxt=S2_ST;
      S2_ST: if(i)   st_nxt=S3_ST;
             else    st_nxt=S0_ST;
      S3_ST: if(i)   st_nxt=S4_ST;
             else    st_nxt=S2_ST;
      S4_ST: if(i)   st_nxt=S1_ST;
             else    st_nxt=S5_ST;
      S5_ST: if(i)   st_nxt=S3_ST;
             else    st_nxt=S0_ST;
      endcase
      assign o = (st == S5_ST);
      always @(posedge clk, negedge rst_b)
          if(!rst_b) st<=S0_ST;
            else st<=st_nxt;
endmodule
module pat_tb;
  reg clk, rst_b, i;
  wire o;
  pat inst1(.clk(clk),.rst_b(rst_b),.i(i),.o(o));
  localparam CLK_PERIOD=50;
  localparam RUNNING_CYCLES=12;
  initial begin
    clk=0;
    repeat (2*RUNNING_CYCLES) #(CLK_PERIOD/2) clk=~clk;
  end
  localparam RST_DURATION=10;
  initial begin
    rst_b=0;
    #RST_DURATION rst_b=1;
  end
  initial begin
    i=1;
    #(2*CLK_PERIOD) i=~i;  
    repeat (3) begin
      #(1*CLK_PERIOD) i=~i;
      #(2*CLK_PERIOD) i=~i;
    end
  end
endmodule
==> results.txt <==
Flow results.

- Post-CTS timing repair inserted 0 buffers for setup.
- The switching portion of total power comes to 20.1%.
- The internal cell power is about 190 uW.
- TritonCTS built the clock tree.
- The worst VDD IR drop from the latest analysis is 0.0938 mV.
- The first global-routing pass estimated about 750 um of wire.
- TritonRoute output was used to compute an average wire per cell of about 6.4 um.
- The via density per instance is ~2.5.
- The maximum number of pins on one net before global-route repair is 8.
- The die is roughly 80 um tall.
- The chip area line in the Yosys stat output reads around 210 um2.
- For this run, asynchronously set or reset flops after synthesis account for between 50% and 60%.
- OpenSTA, run right after detailed placement, puts the worst setup slack at 71.8 ps.
- The worst setup path is captured at an output port.
- The max-slew check reports its worst relative slack as 83.7%.
- The critical path class is reg -> out.
- The master cell of the clock root buffer is sky130_fd_sc_hd__clkbuf_4.
- The sequential fraction of design power is 34.7%.
- The fraction of the mapped netlist area in adder cells is 0%.
- The tool flagged a number of max-cap violations equal to 0.
- The half-perimeter wire length after detailed placement is 369 um.
- The timer found 3 register pins that no clock reaches; their paths are not timed.
- The standard cell core area is around 3400 um2.
- In this run, post-CTS hold repair placed 0 buffers.
- The antenna diode count is 0.
- The initial core utilization is between 6 and 7%.
- Walking the worst path, the cells encountered are nand2b_1 > nor2_1 > dlygate4sd2_1.
- The final wirelength is approximately 470 um.
- The element type at the critical path start is a flop.
- The area of all placed cells without fillers is between 300 and 400 um2.
- The leftover overflow at the end of global routing is 0.
- The number of warnings in the stage logs is 25.
- According to the hold report, the worst path is of the in -> async type.
- The upper clock frequency limit is 730 MHz.
- In this run the deepest clock path goes through 2 buffers.
- In the synthesized netlist, the cells that appear most often are sky130_fd_sc_hd__dfrtp_1, sky130_fd_sc_hd__dlxtn_1, sky130_fd_sc_hd__nand4b_1.
- By area the synthesized netlist is led by sky130_fd_sc_hd__dfrtp_1, sky130_fd_sc_hd__dlxtn_1, sky130_fd_sc_hd__nand4b_1.
- Once routing completed, OpenROAD measured the worst setup slack at 130 ps.
- The summed instance area of the synthesized netlist is about 210 um2.
- The count of buffers added on input and output ports is 3.
- Synthesis handed over a netlist of 18 instances.
- Summing all placed instances gives a cell area of approximately 320 um2.
- The synthesis run identifies the leading combinational cell family as simple AND/OR/NAND/NOR gates.
- The number of violations reported at the end of detailed-routing iteration 0 is 22.
- The DRC violation count after routing is 0.
- Dividing the final minimum period by the clock period gives roughly nine tenths.
- The total negative slack is 0 ps.
- The total number of yosys warnings is 1.
- Between the synthesized netlist and the finished layout, the area growth was recorded as 63.5%.
- Once placement completed, the tool counted placed cells totaling approximately 70.
- The post-synthesis cell type count is 13.
- The reported net switching power is 47.4 uW.
- The cell area power density is 679 nW/um2.
- Each instance of the synthesized netlist takes up on average between 10 and 15 um2.
- At the worst endpoint, the arrival time is ~1100 ps.
- The count of endpoints without a timing constraint is 6.
- Once layout is complete, the cells apart from fillers number about 74.
- The number of H-tree levels is 1.
- The share of the synthesized area in the top cell type is approximately a third.
- The via count of the first global-routing pass is about 170.
- Counting the buffers created by CTS gives 3.
- The count of final hold-check violations is 0.
- The end-of-flow core utilization is 10.2%.
- The post-route netlist has between 20 and 30% of its cells at a drive strength greater than 1.
- The number of rows created at floorplan is 21.
- The I/O pin total is 4.
- Per report_power, the combinational group accounts for slightly above 5% of the total.
- The tightest hold path in the finished design has a slack of approximately 250 ps.
- The final number of max-transition violations is 0.
- After synthesis, the design contains 18 cells according to Yosys.
- The final report lists the setup-violating endpoint count as 0.
- The critical path maximum fanout is 2.
- In this run the horizontal extent of the chip is about 80 um.
- For reference, XOR and XNOR gates occupy 0% of the area reported after synthesis.
- The critical path's largest stage delay is between 300 and 400 ps.
- The power report attributes to the clock group a share of 60.2%.
- The share of cell area taken by muxes after synthesis is 0%.
- The iteration tally of the first detailed-router pass is 4.
- The via total after detailed routing is 182.
- The number of antenna violations at the first check in global routing is 0.
- The overall track demand over capacity in global routing is 1.46%.
- The synthesized design spends more area on one cell type than any other, namely sky130_fd_sc_hd__dfrtp_1.
- Subtracting the final worst setup slack from the clock period gives about 1400 ps.
- Post-synth the commonest register cell is sky130_fd_sc_hd__dlxtn_1.
- The run finished with clean final reports.
- The slew of the pin with the lowest slew margin is approximately 240 ps.
- The static leakage power is between 0.1 and 0.15 nW.
- The die outline area is about 6400 um2.
- Among all stages on the critical path, the largest delay is contributed by sky130_fd_sc_hd__dfrtp_1.
- RePlAce ended its routability-driven mode at a weighted congestion of around 0.7.
- Setup repair after global routing left no endpoint under its margin.
- The post-synthesis share of cell area spent on and, or, nand and nor gates is between 20% and 30%.
- The endpoint required time on the critical path is around 1200 ps.
- The complex-gate fraction of the synthesized area is a little under a fifth.
- The flip-flop and latch count after synthesis is 6.
- The clock input transition at the sequential cells of the worst setup and hold paths is 40 ps.
- In this run, synthesis inferred 0 flip-flops with an integrated enable.
- The filler cell count is around 400.
- The number of nets still failing antenna checks after routing is 0.
- After layout, the design draws a total of ~240 uW.
## cells by family (layout without fill, tap and decap cells)
logic type / count (synthesis) / after routing
AND/OR/NAND/NOR: 7 / 7
AND-OR/OR-AND: 4 / 4
flip-flops: 3 / 3
latches: 3 / 3
buffers and inverters: 1 / 11
## layer usage
| metal | global-route usage [%] | vias to the layer above | routed length [um] |
|---|---|---|---|
| met2 | 1.69 | 2 | 203 |
| met4 | 0.704 | 0 | 5 |
| met1 | 2.08 | 89 | 229 |
| met3 | 0.795 | 2 | 34 |
| met5 | 0 | - | 0 |
| li1 | - | 89 | - |
## power groups by stage
stage,Sequential (mW),Clock (mW),Combinational [mW]
after global routing,0.0819,0.155,0.0133
final,0.0820,0.142,0.0121
after CTS,0.0820,0.149,0.0122
## cell type report
| class | count | area [um2] | area share [%] |
|---|---|---|---|
| sequential | 6 | 120 | 34.5 |
| multi-input combinational | 11 | 88.8 | 25.5 |
| tap | 46 | 57.6 | 16.5 |
| timing repair buffer | 6 | 51.3 | 14.7 |
| clock buffer | 4 | 26.3 | 7.55 |
| inverter | 1 | 3.75 | 1.08 |
## final timing paths
kind                       start     to  slack, ps
min in group clk0          st[0]      o       1260
setup / recovery           st[1]      o        130
max in group asynchronous  rst_b  st[0]       1100
hold / removal             rst_b  st[1]        250
## cell usage in the layout, fill, tap and decap left out
cell type,netlist,routed
sky130_fd_sc_hd__clkdlybuf4s50_1,0,2
sky130_fd_sc_hd__clkbuf_4,0,3
sky130_fd_sc_hd__nand4b_1,2,2
sky130_fd_sc_hd__dlygate4sd2_1,0,1
sky130_fd_sc_hd__nor2_1,1,1
sky130_fd_sc_hd__o21bai_1,1,1
sky130_fd_sc_hd__dfrtp_1,3,3
sky130_fd_sc_hd__buf_4,0,3
sky130_fd_sc_hd__nand2b_1,1,1
sky130_fd_sc_hd__nand2_1,1,1
sky130_fd_sc_hd__clkbuf_1,0,1
sky130_fd_sc_hd__dlxtn_1,3,3
sky130_fd_sc_hd__o311ai_2,1,1
sky130_fd_sc_hd__nand4bb_1,1,1
sky130_fd_sc_hd__inv_1,1,1
sky130_fd_sc_hd__and2_1,1,1
sky130_fd_sc_hd__o31ai_1,1,1
sky130_fd_sc_hd__a22o_1,1,1
## state kept, by name, summed over array words and instances, names as in the netlist
| register | count |
|---|---|
| st_nxt | 3 |
| st | 3 |
## worst max-delay path: cells and delay by family (launching register included)
kind                   cells  cell delay, ps
buffers and inverters      1             220
flip-flops                 1             360
AND/OR/NAND/NOR            2             260
## timing repair
action,in CTS,in global routing
setup endpoints to repair,1,0
resized,1,0
endpoints found under the hold margin,0,0
Power figures rest on the tool's default switching activity, not on a simulated workload.
